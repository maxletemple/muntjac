File: config.mk
export PLATFORM = sky130hd
export DESIGN_NAME = muntjac_reg_file
export DESIGN_NICKNAME = muntjac_reg_file
export VERILOG_FILES = /design/flow/design.v
export SDC_FILE = /design/flow/constraint.sdc
export NUM_CORES = 4
export LEC_CHECK = 1
export CORE_UTILIZATION = 50
File: constraint.sdc
current_design muntjac_reg_file

set clk_period 9.8
set clk_io_pct 0.2

create_clock -name clk0 -period $clk_period [get_ports {clk_i}]

set non_clock_inputs [all_inputs -no_clocks]
set_input_delay [expr $clk_period * $clk_io_pct] -clock clk0 $non_clock_inputs
set_output_delay [expr $clk_period * $clk_io_pct] -clock clk0 [all_outputs]
File: design.v
package axi_pkg;
typedef enum logic [1:0] {
  BURST_FIXED = 2'b00,
  BURST_INCR  = 2'b01,
  BURST_WRAP  = 2'b10
} axi_burst_t;
typedef logic [3:0] axi_cache_t;
localparam CACHE_BUFFERABLE     = 4'b0001;
localparam CACHE_MODIFIABLE     = 4'b0010;
localparam CACHE_OTHER_ALLOCATE = 4'b0100;
localparam CACHE_ALLOCATE       = 4'b1000;
typedef logic [2:0] axi_prot_t;
localparam PROT_PRIVILEGED  = 3'b001;
localparam PROT_SECURE      = 3'b010;
localparam PROT_INSTRUCTION = 3'b100;
typedef enum logic [1:0] {
  RESP_OKAY   = 2'b00,
  RESP_EXOKAY = 2'b01,
  RESP_SLVERR = 2'b10,
  RESP_DECERR = 2'b11
} axi_resp_t;
endpackage
package muntjac_fpu_pkg;
localparam SingleExpWidth = 8;
localparam SingleSigWidth = 23;
localparam DoubleExpWidth = 11;
localparam DoubleSigWidth = 52;
typedef enum logic [2:0] {
  RoundTiesToEven     = 3'b000,
  RoundTowardZero     = 3'b001,
  RoundTowardNegative = 3'b010,
  RoundTowardPositive = 3'b011,
  RoundTiesToAway     = 3'b100
} rounding_mode_e;
typedef struct packed {
  logic invalid_operation;
  logic divide_by_zero;
  logic overflow;
  logic underflow;
  logic inexact;
} exception_flags_t;
typedef enum logic [3:0] {
  FP_OP_ADDSUB,
  FP_OP_MUL,
  FP_OP_DIVSQRT,
  FP_OP_SGNJ,
  FP_OP_MINMAX,
  FP_OP_CVT_F2F,
  FP_OP_CVT_I2F,
  FP_OP_CVT_F2I,
  FP_OP_MV_I2F,
  FP_OP_MV_F2I,
  FP_OP_CLASS,
  FP_OP_CMP,
  FP_OP_FMA
} fp_op_e;
typedef struct packed {
  fp_op_e op_type;
  logic [1:0] param;
} fp_op_t;
parameter FP_PARAM_SGNJ  = 2'b00;
parameter FP_PARAM_SGNJN = 2'b01;
parameter FP_PARAM_SGNJX = 2'b10;
parameter FP_PARAM_MIN = 2'b00;
parameter FP_PARAM_MAX = 2'b01;
parameter FP_PARAM_LE = 2'b00;
parameter FP_PARAM_LT = 2'b01;
parameter FP_PARAM_EQ = 2'b10;
parameter FP_PARAM_DIV  = 2'b00;
parameter FP_PARAM_SQRT = 2'b01;
parameter FP_PARAM_ADD = 2'b00;
parameter FP_PARAM_SUB = 2'b01;
parameter FP_PARAM_MADD = 2'b00;
parameter FP_PARAM_MSUB = 2'b01;
parameter FP_PARAM_NMSUB = 2'b10;
parameter FP_PARAM_NMADD = 2'b11;
parameter FP_PARAM_W = 2'b00;
parameter FP_PARAM_WU = 2'b01;
parameter FP_PARAM_L = 2'b10;
parameter FP_PARAM_LU = 2'b11;
endpackage
package tl_pkg;
typedef enum logic [1:0] {
  TL_UL          = 2'h0,
  TL_UH          = 2'h1,
  TL_C           = 2'h2
} tl_protocol_e;
typedef enum logic [2:0] {
  PutFullData    = 3'h0,
  PutPartialData = 3'h1,
  ArithmeticData = 3'h2,
  LogicalData    = 3'h3,
  Get            = 3'h4,
  Intent         = 3'h5,
  AcquireBlock   = 3'h6,
  AcquirePerm    = 3'h7
} tl_a_op_e;
typedef enum logic [2:0] {
  ProbeBlock     = 3'h6,
  ProbePerm      = 3'h7
} tl_b_op_e;
typedef enum logic [2:0] {
  ProbeAck     = 3'h4,
  ProbeAckData = 3'h5,
  Release      = 3'h6,
  ReleaseData  = 3'h7
} tl_c_op_e;
typedef enum logic [2:0] {
  AccessAck     = 3'h0,
  AccessAckData = 3'h1,
  HintAck       = 3'h2,
  Grant         = 3'h4,
  GrantData     = 3'h5,
  ReleaseAck    = 3'h6
} tl_d_op_e;
parameter logic [2:0]  toT = 0;
parameter logic [2:0]  toB = 1;
parameter logic [2:0]  toN = 2;
parameter logic [2:0] NtoB = 0;
parameter logic [2:0] NtoT = 1;
parameter logic [2:0] BtoT = 2;
parameter logic [2:0] TtoB = 0;
parameter logic [2:0] TtoN = 1;
parameter logic [2:0] BtoN = 2;
parameter logic [2:0] TtoT = 3;
parameter logic [2:0] BtoB = 4;
parameter logic [2:0] NtoN = 5;
endpackage
module muntjac_reg_file # (
    parameter int unsigned DataWidth = 64
) (
    input  logic                 clk_i,
    input  logic                 rst_ni,
    input  logic [4:0]           raddr_a_i,
    output logic [DataWidth-1:0] rdata_a_o,
    input  logic [4:0]           raddr_b_i,
    output logic [DataWidth-1:0] rdata_b_o,
    input  logic [4:0]           waddr_a_i,
    input  logic [DataWidth-1:0] wdata_a_i,
    input  logic                 we_a_i
);
  bit [DataWidth-1:0] registers [1:31];
  assign rdata_a_o = raddr_a_i == 0 ? 0 : registers[raddr_a_i];
  assign rdata_b_o = raddr_b_i == 0 ? 0 : registers[raddr_b_i];
  always_ff @(posedge clk_i) begin
    if (we_a_i)
      registers[waddr_a_i] <= wdata_a_i;
  end
endmodule
File: run.sh
#!/bin/bash
# OpenROAD 26Q1-2900-gdf79404cd8, Yosys 0.63+post, stock flow scripts
make -C /OpenROAD-flow-scripts/flow DESIGN_CONFIG=/design/flow/config.mk WORK_HOME=/design/flow/orfs finish
==> impl_metrics.tcl <==
# implementation run metrics
set metrics [dict create \
    status "complete, no violations" \
    worstMarginPinSlew_ps 1052 \
    postCtsHoldBufs 0 \
    warnings 27 \
    met1_usage_pct 44.59 \
    edf_count 1984 \
    max-vdd-ir-drop_v 0.0001579 \
    fin_crit_ps 7759 \
    cp-start-kind "input pin" \
    async_flop_share_pct 0 \
    lay_top_cells "1984 x edfxtp_1, 1081 x mux2i_1, 440 x mux4_2, 368 x a22oi_1, 228 x buf_4" \
    ys_seq_share_pct 64.17 \
    syn-mean-instance-area_um2 16.76 \
    fp.dieH_um 432.9 \
    antenna_found_initial 15 \
    p_leak_nw 35.75 \
    layout_top_cell "edfxtp_1" \
    cp.required_ps 7840 \
    vias 55960 \
    grtUsageMet2_pct 50.99 \
    clock-root-buffer "clkbuf_16" \
    dominantRegCellSynth "edfxtp_1" \
    grt_pass1_vias 60010 \
    std_cell_rows 157 \
    cts_tree "built" \
    fp_util_pct 50.55 \
    grt_max_degree 84 \
    top_usage_layer "met2" \
    die_area_um2 187400 \
    drt-wirelength-per-cell_um 35.20 \
    htree_levels 4 \
    post_dp_cell_area_um2 98220 \
    largest_reg_flops 1984 \
    fin_crit_sh_pct 79.17 \
    grt_first_pass_wirelength_um 419500 \
    wl_um 295200 \
    regArea_um2 59580 \
    cts_sinks 1984 \
    synthesis.area_um2 92840 \
    reg_top3 "registers (1984)" \
    synth_cells 5540 \
    hold_violations 0 \
    drt-initial-drc-count 3732 \
    track_usage_pct 35.42 \
    crit_type "input pin to output port" \
    drv_slew 0 \
    yosysChipArea_um2 92840 \
    cts_inserted_buffers 208 \
    top_area_share_pct 64.17 \
    grt-ovfl-total 0 \
    final.fill_count 13670 \
    postCtsResizedCells 0 \
    arrival_ps 5800 \
    top_register "registers" \
    portBuffers 208 \
    areaGrowthSynthToFinish_pct 12.72 \
    viasPerCell 6.672 \
    cts_max_path_buffers 3 \
    crit_path_end_kind "output port" \
    p_per_area_nw_per_um2 178.9 \
    final_area_um2 104600 \
    io_pins 210 \
    yosys_cells 5540 \
    die_w_um 432.9 \
    fmax_ghz 0.1289 \
    multiInputGateArea_um2 31320 \
    topCellsByArea "edfxtp_1 64%, mux2i_1 12%, mux4_2 11%" \
    hpwl_um 164300 \
    rsz0062_at_grt "no" \
    drive_above_1_share_pct 17.88 \
    grtUsageMet3_pct 25.08 \
    cap_violations 0 \
    synth_flops 1984 \
    fin_setup_tns_ps 0 \
    cts.clk_slew.worst_paths_ps 60 \
    setup_viol 0 \
    detail_route.first_pass.iterations 6 \
    post_cts_buffers 0 \
    hp-class "input pin to flop" \
    max-slew-margin-rel_pct 29.74 \
    synth.distinct_cells 37 \
    final_antenna_net_count 0 \
    drc 0 \
    yosys_warnings 1 \
    yosysTopAreaCell "edfxtp_1" \
    core_um2 183700 \
    cp_max_fo 23 \
    hold_ws_ps 1912 \
    gp_congestion 0.8820 \
]
per-layer routing:
layer | vias to the layer above | wire, um
met5 | - | 386
li1 | 23510 | -
met3 | 674 | 49200
met1 | 27910 | 94830
met4 | 23 | 11940
met2 | 3848 | 138900
worst paths after layout:
path	slack, ps	depth (start not counted)	startpoint	to
max	2040	10	raddr_b_i[4]	rdata_b_o[12]
min	1910	2	wdata_a_i[7]	registers[16][7]
through the flow:
stage / setup slack, ps / utilization (%) / power, mW / cells
6_report: 2041 / 56.98 / 18.72 / 8387
5_1_grt: 1906 / 56.97 / 19.24 / 8385
4_1_cts: 2092 / 56.97 / 18.82 / 8381
3_5_place_dp: 2092 / 53.48 / 11.38 / 8003
3_3_place_gp: 2136 / 53.48 / 11.38 / 8003
2_1_floorplan: 4032 / - / 10.62 / 5540
area by class of cell:
| class | count | share of cell area [%] |
|---|---|---|
| well taps | 2464 | 2.946 |
| diodes | 6 | 0.01435 |
| clock buffers | 251 | 5.128 |
| inverters | 1 | 0.003587 |
| clock inverters | 127 | 0.9948 |
| multi-input cells | 3098 | 29.92 |
| repair buffers | 456 | 4.057 |
| flip-flops and latches | 1984 | 56.93 |
power by group:
group	switching (mW)	total [mW]	internal, mW
Clock	3.30	7.50	4.21
Combinational	1.03	1.73	0.697
Sequential	0.0401	9.49	9.45
Total	4.37	18.7	14.3
kinds of logic after synthesis:
kind of cell    Yosys count  synth area share, %
compound gates         1090                8.579
buf+inv                 458                2.499
flops                  1984                64.17
mux                    1549                22.67
simple gates            459                2.082
cells in the mapped netlist (2+ instances only):
master and count:
nand3_1 2, a211oi_1 128, and2_1 5, mux4_2 440, buf_6 35, a211o_1 31
nand2b_1 2, or3_1 3, mux2_2 28, nor3_1 38, a21o_1 33, nor2b_1 38
o21ai_1 61, a31oi_1 64, buf_2 131, nand3b_1 5, a32o_1 63, mux2i_1 1081
o21ai_0 3, a21oi_1 164, buf_4 46, a22oi_1 368, nand2_1 225, a22o_1 109
nor2_1 136, a221oi_1 28, o221ai_1 36, buf_1 35, clkbuf_1 209, edfxtp_1 1984
or3b_2 3
critical path, stage by stage:
cell,delay (ps)
clkdlybuf4s50_1,390
buf_4,200
inv_2,550
buf_4,570
nand2_4,420
buf_4,390
nor3_1,320
a31oi_1,80
o221ai_1,260
clkdlybuf4s50_1,600
Power and IR drop assume default switching activity.
